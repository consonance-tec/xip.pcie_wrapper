$ cat ./run.sh
#!/bin/bash
# OpenROAD 26Q1-2900-gdf79404cd8, Yosys 0.63+post, stock flow scripts
make -C /OpenROAD-flow-scripts/flow DESIGN_CONFIG=/design/flow/config.mk WORK_HOME=/design/flow/orfs finish
$ cat ./constraint.sdc
current_design user_interrupts

set clk_period 6.0
set clk_io_pct 0.2

create_clock -name clk0 -period $clk_period [get_ports {s_axi_clk}]

set non_clock_inputs [all_inputs -no_clocks]
set_input_delay [expr $clk_period * $clk_io_pct] -clock clk0 $non_clock_inputs
set_output_delay [expr $clk_period * $clk_io_pct] -clock clk0 [all_outputs]
$ cat ./design.v
`timescale 1ps / 1ps                                                           
module	axi_reg_file #(                                                              
		parameter	C_AXI_ADDR_WIDTH = 8,                                               
		parameter	C_AXI_DATA_WIDTH = 32,
		parameter 	ADDR_VADID_BITS = 20,
		parameter   NUM_OF_REGISTERS = 4
	) (                                                                            
		input	wire					S_AXI_ACLK,                                                    
		input	wire					S_AXI_ARESETN,                                                 
		input	wire					S_AXI_AWVALID,                                                 
		output	wire					S_AXI_AWREADY,                                                
		input	wire	[C_AXI_ADDR_WIDTH-1:0]		S_AXI_AWADDR,                              
		input	wire	[2:0]				S_AXI_AWPROT,                                             
		input	wire					S_AXI_WVALID,                                                  
		output	wire					S_AXI_WREADY,                                                 
		input	wire	[C_AXI_DATA_WIDTH-1:0]		S_AXI_WDATA,                               
		input	wire	[C_AXI_DATA_WIDTH/8-1:0]	S_AXI_WSTRB,                              
		output	wire					S_AXI_BVALID,                                                 
		input	wire					S_AXI_BREADY,                                                  
		output	wire	[1:0]				S_AXI_BRESP,                                             
		input	wire					S_AXI_ARVALID,                                                 
		output	wire					S_AXI_ARREADY,                                                
		input	wire	[C_AXI_ADDR_WIDTH-1:0]		S_AXI_ARADDR,                              
		input	wire	[2:0]				S_AXI_ARPROT,                                             
		output	wire					S_AXI_RVALID,                                                 
		input	wire					S_AXI_RREADY,                                                  
		output	wire	[C_AXI_DATA_WIDTH-1:0]		S_AXI_RDATA,                              
		output	wire	[1:0]				S_AXI_RRESP,
		output	reg [31:0] reg_val,
		output	reg [7:0] reg_index,
		output  reg reg_valid,
		input	wire [NUM_OF_REGISTERS-1:0] [31:0] read_reg_array
	);                                                                             
	localparam	ADDRLSB = $clog2(C_AXI_DATA_WIDTH)-3;                               
	wire	i_reset = !S_AXI_ARESETN;                                                 
	wire				axil_write_ready;                                                      
	wire	[C_AXI_ADDR_WIDTH-ADDRLSB-1:0]	awskd_addr;                                
	wire	[C_AXI_DATA_WIDTH-1:0]	wskd_data;                                         
	wire [C_AXI_DATA_WIDTH/8-1:0]	wskd_strb;                                       
	reg				axil_bvalid;                                                            
	wire				axil_read_ready;                                                       
	wire	[C_AXI_ADDR_WIDTH-ADDRLSB-1:0]	arskd_addr;                                
	reg	[C_AXI_DATA_WIDTH-1:0]	axil_read_data;                                     
	reg				axil_read_valid;                                                        
	wire [NUM_OF_REGISTERS-1:0] [31:0] wskd_reg_array;
	localparam INVALID_BITS = C_AXI_DATA_WIDTH-ADDR_VADID_BITS;
	wire [C_AXI_DATA_WIDTH-1:0] ADDR_MASK = {{INVALID_BITS{1'b0}} , {ADDR_VADID_BITS{1'b1}}};
	wire [C_AXI_DATA_WIDTH-1:0]	VALID_ADDR;
	assign VALID_ADDR = S_AXI_AWADDR[C_AXI_ADDR_WIDTH-1:0] & ADDR_MASK;  
		reg	axil_awready;                                                             
		initial	axil_awready = 1'b0;                                                  
		always @(posedge S_AXI_ACLK)                                                  
		if (!S_AXI_ARESETN)                                                           
			axil_awready <= 1'b0;                                                        
		else                                                                          
			axil_awready <= !axil_awready                                                
				&& (S_AXI_AWVALID && S_AXI_WVALID)                                          
				&& (!S_AXI_BVALID || S_AXI_BREADY);                                         
		assign	S_AXI_AWREADY = axil_awready;                                          
		assign	S_AXI_WREADY  = axil_awready;                                          
		assign 	awskd_addr = VALID_ADDR[C_AXI_ADDR_WIDTH-1:ADDRLSB];                
		assign	wskd_data  = S_AXI_WDATA;                                              
		assign	wskd_strb  = S_AXI_WSTRB;                                              
		assign	axil_write_ready = axil_awready;                                       
	initial	axil_bvalid = 0;                                                       
	always @(posedge S_AXI_ACLK)                                                   
	if (i_reset)                                                                   
		axil_bvalid <= 0;                                                             
	else if (axil_write_ready)                                                     
		axil_bvalid <= 1;                                                             
	else if (S_AXI_BREADY)                                                         
		axil_bvalid <= 0;                                                             
	assign	S_AXI_BVALID = axil_bvalid;                                             
	assign	S_AXI_BRESP = 2'b00;                                                    
		reg	axil_arready;                                                             
		always @(*)                                                                   
			axil_arready = !S_AXI_RVALID;                                                
		assign	arskd_addr = S_AXI_ARADDR[C_AXI_ADDR_WIDTH-1:ADDRLSB];                 
		assign	S_AXI_ARREADY = axil_arready;                                          
		assign	axil_read_ready = (S_AXI_ARVALID && S_AXI_ARREADY);                    
	initial	axil_read_valid = 1'b0;                                                
	always @(posedge S_AXI_ACLK)                                                   
	if (i_reset)                                                                   
		axil_read_valid <= 1'b0;                                                      
	else if (axil_read_ready)                                                      
		axil_read_valid <= 1'b1;                                                      
	else if (S_AXI_RREADY)                                                         
		axil_read_valid <= 1'b0;                                                      
	assign	S_AXI_RVALID = axil_read_valid;                                         
	assign	S_AXI_RDATA  = axil_read_data;                                          
	assign	S_AXI_RRESP = 2'b00;                                                    
	genvar reg_i;
  	for (reg_i=0; reg_i < NUM_OF_REGISTERS; reg_i=reg_i+1) begin : gen
    	assign wskd_reg_array[reg_i] = apply_wstrb(0, wskd_data, wskd_strb);
  	end
	integer i;
	always @(posedge S_AXI_ACLK)                                                   
	if (i_reset)                                                                   
	begin                                                                          
	 	reg_val <= 0;	 
		reg_index <= 0;
		reg_valid <= 1'b0;                                                                     
	end else if (axil_write_ready)                                                 
	begin  
		 for(i=0; i<NUM_OF_REGISTERS; i=i+1)
		 begin
			if(awskd_addr == i)
	         	reg_val <= wskd_reg_array[i]; 
			if(awskd_addr == i)
				reg_index <= i;
			if(awskd_addr == i)
				reg_valid <= 1'b1;
		end
	end 
	else
	begin
	  	reg_val <= 0;	 
	 	reg_index <= 0;
	 	reg_valid <= 1'b0;
	end                                                                            
	initial	axil_read_data = 0;                                                    
	always @(posedge S_AXI_ACLK)                                                   
	if (!S_AXI_RVALID || S_AXI_RREADY)                                        
	begin  
		 for(i=0; i<NUM_OF_REGISTERS; i=i+1)
			if(arskd_addr == i)
				axil_read_data	<= read_reg_array[i];
	end                                                                            
	function [C_AXI_DATA_WIDTH-1:0]	apply_wstrb;                                   
		input	[C_AXI_DATA_WIDTH-1:0]		prior_data;                                     
		input	[C_AXI_DATA_WIDTH-1:0]		new_data;                                       
		input	[C_AXI_DATA_WIDTH/8-1:0]	wstrb;                                         
		integer	k;                                                                    
		for(k=0; k<C_AXI_DATA_WIDTH/8; k=k+1)                                         
		begin                                                                         
			apply_wstrb[k*8 +: 8]                                                        
				= wstrb[k] ? new_data[k*8 +: 8] : prior_data[k*8 +: 8];                     
		end                                                                           
	endfunction                                                                    
	wire	unused;                                                                   
	assign	unused = &{ 1'b0, S_AXI_AWPROT, S_AXI_ARPROT,                           
			S_AXI_ARADDR[ADDRLSB-1:0],                                                   
			S_AXI_AWADDR[ADDRLSB-1:0] };                                                 
endmodule                                                                       
`timescale 1ns / 1ps
module user_interrupts #
(
	parameter NUM_OF_INTERRUPTS						= 1,
  	parameter AXI_ID_WIDTH                   		= 8,
  	parameter AXI_ADDR_WIDTH                 		= 16,
  	parameter AXI_DATA_WIDTH                 		= 32,
  	parameter AXI_STRB_WIDTH                 		= AXI_DATA_WIDTH/8
)
(
    input  wire                     s_axi_clk,
    input  wire                     s_axi_rstn,
    input  wire [AXI_ADDR_WIDTH-1:0]    	s_axil_awaddr,              
    input  wire [2:0]               		s_axil_awprot,              
    input  wire                     		s_axil_awvalid,             
    output wire                     		s_axil_awready,             
    input  wire [AXI_DATA_WIDTH-1:0]    	s_axil_wdata,               
    input  wire [AXI_STRB_WIDTH-1:0]    	s_axil_wstrb,               
    input  wire                     		s_axil_wvalid,              
    output wire                     		s_axil_wready,              
    output wire [1:0]               		s_axil_bresp,               
    output wire                     		s_axil_bvalid,              
    input  wire                     		s_axil_bready,              
    input  wire [AXI_ADDR_WIDTH-1:0]    	s_axil_araddr,
    input  wire [2:0]               		s_axil_arprot,
    input  wire                     		s_axil_arvalid,
    output wire                     		s_axil_arready,
    output wire [AXI_DATA_WIDTH-1:0]    	s_axil_rdata,
    output wire [1:0]               		s_axil_rresp,
    output wire                     		s_axil_rvalid,
    input  wire                     		s_axil_rready,
	input  wire [NUM_OF_INTERRUPTS-1:0]     status_ack,		    
	output reg 	[NUM_OF_INTERRUPTS-1:0]     status_req,		    
	output wire [64*NUM_OF_INTERRUPTS-1:0]  status_qword,	
	output wire [64*NUM_OF_INTERRUPTS-1:0]  status_addr,	 
	input  wire [NUM_OF_INTERRUPTS-1:0] 	int_req_in,
	output reg 	[NUM_OF_INTERRUPTS-1:0] 	int_req
);
localparam NUM_OF_REGISTERS_PER_INT = 2;
localparam NUM_OF_REGISTERS = NUM_OF_REGISTERS_PER_INT*NUM_OF_INTERRUPTS;
(* keep = "true" *) reg [NUM_OF_REGISTERS-1:0] [31:0] read_reg_array;
wire [31:0] reg_val;                                                      
wire [7:0] reg_index;                                                     
wire reg_valid;  
(* keep = "true" *) reg [NUM_OF_REGISTERS-1:0] [7:0] int_cnt;                                                          
axi_reg_file #(                                                              
 .C_AXI_ADDR_WIDTH 	(AXI_ADDR_WIDTH),                                               
 .C_AXI_DATA_WIDTH 	(AXI_DATA_WIDTH),
 .ADDR_VADID_BITS 	(8),
 .NUM_OF_REGISTERS 	(NUM_OF_REGISTERS)
)
axi_reg_file_i 
(                                                                            
 .S_AXI_ACLK	(s_axi_clk),                                                    
 .S_AXI_ARESETN	(s_axi_rstn),                                                 
 .S_AXI_AWVALID	(s_axil_awvalid),                                                      
 .S_AXI_AWREADY	(s_axil_awready),                                              
 .S_AXI_AWADDR	(s_axil_awaddr),                             
 .S_AXI_AWPROT	(s_axil_awprot),                                    
 .S_AXI_WVALID	(s_axil_wvalid),                                                  
 .S_AXI_WREADY	(s_axil_wready),                                               
 .S_AXI_WDATA	(s_axil_wdata),                          
 .S_AXI_WSTRB	(s_axil_wstrb),                         
 .S_AXI_BVALID	(s_axil_bvalid),                                                 
 .S_AXI_BREADY	(s_axil_bready),                                                  
 .S_AXI_BRESP	(s_axil_bresp),                                              
 .S_AXI_ARVALID	(s_axil_arvalid),                                             
 .S_AXI_ARREADY	(s_axil_arready),                                                    
 .S_AXI_ARADDR	(s_axil_araddr),                             
 .S_AXI_ARPROT	(s_axil_arprot),                                           
 .S_AXI_RVALID	(s_axil_rvalid),                                                                                                 
 .S_AXI_RREADY	(s_axil_rready),                                                      
 .S_AXI_RDATA	(s_axil_rdata),                           
 .S_AXI_RRESP	(s_axil_rresp),                                  
 .reg_val		(reg_val),                                                      
 .reg_index		(reg_index),                                                     
 .reg_valid		(reg_valid),                                                            
 .read_reg_array (read_reg_array)                     
);  
always @(posedge s_axi_clk) 
begin
	if(reg_valid)
		read_reg_array[reg_index] <= reg_val;
end
genvar i;
generate 
	for(i=0;i<NUM_OF_INTERRUPTS;i=i+1)
	begin
		assign status_addr[i*64+63-:64] = {read_reg_array[2*i+1],read_reg_array[2*i]};
		assign status_qword[i*64+63-:64] = {56'h00000000000000, int_cnt[i]};  
	end
endgenerate
integer j;	
always @(posedge s_axi_clk) 
begin
  if(!s_axi_rstn)
  begin
  		status_req <= 0;
  		for(j=0;j<NUM_OF_INTERRUPTS;j=j+1)
  		begin
 	 		int_req[j] <= 1'b0;
 	 		int_cnt[j] <= 8'h00; 
 		end
  end
  else 
  begin
  		for(j=0;j<NUM_OF_INTERRUPTS;j=j+1)
  		begin
  			if(int_req[j] == 1'b0 && int_req_in[j] == 1'b1)
  				status_req[j] <= 1'b1;
  			if(status_ack[j] == 1'b1)
  				status_req[j] <= 1'b0;
  			int_req[j] <= status_ack[j];
  			if(int_req[j] == 1'b0 && int_req_in[j] == 1'b1)
  				int_cnt[j] <= int_cnt[j]+1;	
  		end
  end
end
endmodule
$ cat ./config.mk
export PLATFORM = sky130hd
export DESIGN_NAME = user_interrupts
export DESIGN_NICKNAME = user_interrupts
export VERILOG_FILES = /design/flow/design.v
export SDC_FILE = /design/flow/constraint.sdc
export NUM_CORES = 4
export LEC_CHECK = 1
export CORE_UTILIZATION = 40
==> Slide: Implementation Results <==
Flow Results at a Glance

Finish
  – Sequential cell area: 3820 um^2
  – Fill count: 1249
  – Comb area: 1590 um^2
  – Non-Filler Instances: 818
  – Layout cells sized above 1: 0.117
  – Syn-to-layout area delta: 26.1%

Final timing
  – Fmax: 338 MHz
  – Fin. max-slew vios: 0
  – Post-route setup TNS: 0 ns
  – Worst-Margin Slew: 0.629 ns
  – RSZ-0062 raised after global routing: no
  – Tcrit/Tclk final: 0.493
  – Final setup fails: 0
  – Crit path time final: 2.96 ns
  – Clock Skew: 0.00523 ns
  – Final hold vios: 0
  – Slew Limit Headroom: 0.580

Die
  – FP Rows: 45
  – Initial Util: 0.415
  – Die Size: 16400 um^2
  – Core area: 15400 um^2
  – Chip Width: 128 um
  – I/O Pins: 254
  – Die Y: 128 um

Clock tree
  – CTS tree: done
  – Post-cts resize count: 0
  – H-tree levels: 4
  – Post-CTS setup repair buffer count: 0
  – CTS clk-pin slew, worst paths: 0.05 ns
  – Post-CTS Hold Buffers: 0
  – Clk sinks: 143
  – Cts bufs inserted: 17
  – Maximum clock insertion buffer count: 2
  – Late-Pin Clk Latency: 0.41 ns
  – Root buffer cell: clkbuf_16

Synth
  – Post-Syn Area per Cell: 13.0 um^2
  – Synthesized instance count: 490
  – Mapped cell area: 6380 um^2
  – Yosys warning count: 2

Place
  – IO buf count: 175
  – Gpl congestion: 0.746
  – Placed insts: 786
  – Post-DP HPWL: 8460 um

Setup path
  – WP data required: 6.16 ns
  – Worst Path Buf+Inv: 2
  – Worst EP arrival: 3.12 ns
  – Max FO, Critical Path: 32
  – Family with the most delay on the worst path: buffers and inverters
  – End of the critical path: axi_reg_file_i.axil_read_data[12]$_DFFE_PP_
  – Worst reg-to-reg setup slack: 4.47 ns
  – Critical path origin: s_axil_araddr[10]
  – CP Launch Type: input pin
  – CP Class: in2reg
  – Slowest Stage Delay on Critical Path: 0.51 ns
  – R2R cell count: 2
  – WP depth: 5
  – CP Cell Sequence: clkdlybuf4s50_1 -> nor4_2 -> and4_2 -> buf_4 -> mux2_2
  – Worst reg2reg startpoint: axi_reg_file_i.reg_valid$_SDFFE_PN0P_
  – Crit. End Element: flip-flop
  – Slowest cell on the critical path: buf_4

Global routing
  – Largest net degree at the start of global routing: 35
  – Initial antenna violation count: 0
  – Global-route wire length before repair: 18800 um
  – Overall Global Routing Usage: 0.159
  – Total congestion overflow: 0
  – Via count of the first global-routing pass: 3618

Routing
  – Wirelength, routed: 12300 um
  – DRT antenna net count: 0
  – Antenna cells: 0
  – Drt first pass iters: 4
  – # DRC: 0
  – DR vias/cell: 4.54
  – Vias: 3710
  – Avg WL per Cell: 15.0 um
  – Initial DRC count: 145

Power
  – PD cells: 255 nW/um^2
  – Leakage: 2.93 nW
  – Max rail drop VDD: 180 uV
  – Total Power: 2.05 mW

Hold path
  – Hold wc startpoint: axi_reg_file_i.reg_val[3]$_SDFFE_PN0P_
  – Hold Path Class: reg2reg

Run status
  – Status: finished clean

Job
  – Max Cap Viol: 0
  – Tool warnings: 43
## cell usage in the layout, fill, tap and decap left out, drive strengths merged, types with 3 or more instances in the layout
cell           count
or3                4
mux2              32
clkinv             7
inv                6
clkdlybuf4s50    175
nand4             34
o21ai             37
clkbuf            23
nor4               3
buf                8
nor2               8
dfxtp             47
a21oi             41
conb              60
edfxtp            96
## layout make-up
class | count | area share
Multi-Input combinational cell | 242 | 0.198
Timing Repair Buffer | 183 | 0.225
Tap cell | 211 | 0.0328
Sequential cell | 143 | 0.476
Inverter | 7 | 0.00327
Clock inverter | 9 | 0.00887
Clock buffer | 23 | 0.0557
## metrics by stage
step / worst slack, ns / hold WS [ns] / utilization / cell area [um^2]
3_5_place_dp: 2.60 / 0.429 / 0.489 / 7520
4_1_cts: 3.04 / 0.445 / 0.523 / 8040
6_report: 3.04 / 0.444 / 0.523 / 8040
5_1_grt: 2.93 / 0.456 / 0.523 / 8040
3_3_place_gp: 2.63 / 0.425 / 0.489 / 7520
2_1_floorplan: 2.38 / 0.419 / - / 6600
## per-layer routing
layer,up-vias,share of wire,track usage
met1,1765,0.41,0.218
met3,11,0.090,0.0659
li1,1788,-,-
met2,146,0.49,0.252
met5,-,0,0
met4,0,0.011,0.0208
## where the power goes
part / internal (mW) / switching (mW) / leakage, nW
clock network: 0.562 / 0.364 / 0.247
registers: 1.04 / 0.00362 / 1.50
logic: 0.0493 / 0.0318 / 1.19
total: 1.65 / 0.399 / 2.93
## worst register-to-register path, cell delays in order (launching register included)
cell	delay, ns
dfxtp_1	0.34
nor2b_4	0.48
buf_4	0.39
## worst min path at each step
stage / end / slack (ns) / cells after the start
CTS: flip-flop / 0.44 / 0
global route: flip-flop / 0.46 / 0
finish: flip-flop / 0.44 / 0
Power figures rest on the tool's default switching activity, not on a simulated workload.
