==> design/flow/design.v <==
`timescale 1ps / 1ps                                                           
module	axi_reg_file #(                                                              
		parameter	C_AXI_ADDR_WIDTH = 8,                                               
		parameter	C_AXI_DATA_WIDTH = 32,
		parameter 	ADDR_VADID_BITS = 20,
		parameter   NUM_OF_REGISTERS = 4
	) (                                                                            
		input	wire					S_AXI_ACLK,                                                    
		input	wire					S_AXI_ARESETN,                                                 
		input	wire					S_AXI_AWVALID,                                                 
		output	wire					S_AXI_AWREADY,                                                
		input	wire	[C_AXI_ADDR_WIDTH-1:0]		S_AXI_AWADDR,                              
		input	wire	[2:0]				S_AXI_AWPROT,                                             
		input	wire					S_AXI_WVALID,                                                  
		output	wire					S_AXI_WREADY,                                                 
		input	wire	[C_AXI_DATA_WIDTH-1:0]		S_AXI_WDATA,                               
		input	wire	[C_AXI_DATA_WIDTH/8-1:0]	S_AXI_WSTRB,                              
		output	wire					S_AXI_BVALID,                                                 
		input	wire					S_AXI_BREADY,                                                  
		output	wire	[1:0]				S_AXI_BRESP,                                             
		input	wire					S_AXI_ARVALID,                                                 
		output	wire					S_AXI_ARREADY,                                                
		input	wire	[C_AXI_ADDR_WIDTH-1:0]		S_AXI_ARADDR,                              
		input	wire	[2:0]				S_AXI_ARPROT,                                             
		output	wire					S_AXI_RVALID,                                                 
		input	wire					S_AXI_RREADY,                                                  
		output	wire	[C_AXI_DATA_WIDTH-1:0]		S_AXI_RDATA,                              
		output	wire	[1:0]				S_AXI_RRESP,
		output	reg [31:0] reg_val,
		output	reg [7:0] reg_index,
		output  reg reg_valid,
		input	wire [NUM_OF_REGISTERS-1:0] [31:0] read_reg_array
	);                                                                             
	localparam	ADDRLSB = $clog2(C_AXI_DATA_WIDTH)-3;                               
	wire	i_reset = !S_AXI_ARESETN;                                                 
	wire				axil_write_ready;                                                      
	wire	[C_AXI_ADDR_WIDTH-ADDRLSB-1:0]	awskd_addr;                                
	wire	[C_AXI_DATA_WIDTH-1:0]	wskd_data;                                         
	wire [C_AXI_DATA_WIDTH/8-1:0]	wskd_strb;                                       
	reg				axil_bvalid;                                                            
	wire				axil_read_ready;                                                       
	wire	[C_AXI_ADDR_WIDTH-ADDRLSB-1:0]	arskd_addr;                                
	reg	[C_AXI_DATA_WIDTH-1:0]	axil_read_data;                                     
	reg				axil_read_valid;                                                        
	wire [NUM_OF_REGISTERS-1:0] [31:0] wskd_reg_array;
	localparam INVALID_BITS = C_AXI_DATA_WIDTH-ADDR_VADID_BITS;
	wire [C_AXI_DATA_WIDTH-1:0] ADDR_MASK = {{INVALID_BITS{1'b0}} , {ADDR_VADID_BITS{1'b1}}};
	wire [C_AXI_DATA_WIDTH-1:0]	VALID_ADDR;
	assign VALID_ADDR = S_AXI_AWADDR[C_AXI_ADDR_WIDTH-1:0] & ADDR_MASK;  
		reg	axil_awready;                                                             
		initial	axil_awready = 1'b0;                                                  
		always @(posedge S_AXI_ACLK)                                                  
		if (!S_AXI_ARESETN)                                                           
			axil_awready <= 1'b0;                                                        
		else                                                                          
			axil_awready <= !axil_awready                                                
				&& (S_AXI_AWVALID && S_AXI_WVALID)                                          
				&& (!S_AXI_BVALID || S_AXI_BREADY);                                         
		assign	S_AXI_AWREADY = axil_awready;                                          
		assign	S_AXI_WREADY  = axil_awready;                                          
		assign 	awskd_addr = VALID_ADDR[C_AXI_ADDR_WIDTH-1:ADDRLSB];                
		assign	wskd_data  = S_AXI_WDATA;                                              
		assign	wskd_strb  = S_AXI_WSTRB;                                              
		assign	axil_write_ready = axil_awready;                                       
	initial	axil_bvalid = 0;                                                       
	always @(posedge S_AXI_ACLK)                                                   
	if (i_reset)                                                                   
		axil_bvalid <= 0;                                                             
	else if (axil_write_ready)                                                     
		axil_bvalid <= 1;                                                             
	else if (S_AXI_BREADY)                                                         
		axil_bvalid <= 0;                                                             
	assign	S_AXI_BVALID = axil_bvalid;                                             
	assign	S_AXI_BRESP = 2'b00;                                                    
		reg	axil_arready;                                                             
		always @(*)                                                                   
			axil_arready = !S_AXI_RVALID;                                                
		assign	arskd_addr = S_AXI_ARADDR[C_AXI_ADDR_WIDTH-1:ADDRLSB];                 
		assign	S_AXI_ARREADY = axil_arready;                                          
		assign	axil_read_ready = (S_AXI_ARVALID && S_AXI_ARREADY);                    
	initial	axil_read_valid = 1'b0;                                                
	always @(posedge S_AXI_ACLK)                                                   
	if (i_reset)                                                                   
		axil_read_valid <= 1'b0;                                                      
	else if (axil_read_ready)                                                      
		axil_read_valid <= 1'b1;                                                      
	else if (S_AXI_RREADY)                                                         
		axil_read_valid <= 1'b0;                                                      
	assign	S_AXI_RVALID = axil_read_valid;                                         
	assign	S_AXI_RDATA  = axil_read_data;                                          
	assign	S_AXI_RRESP = 2'b00;                                                    
	genvar reg_i;
  	for (reg_i=0; reg_i < NUM_OF_REGISTERS; reg_i=reg_i+1) begin : gen
    	assign wskd_reg_array[reg_i] = apply_wstrb(0, wskd_data, wskd_strb);
  	end
	integer i;
	always @(posedge S_AXI_ACLK)                                                   
	if (i_reset)                                                                   
	begin                                                                          
	 	reg_val <= 0;	 
		reg_index <= 0;
		reg_valid <= 1'b0;                                                                     
	end else if (axil_write_ready)                                                 
	begin  
		 for(i=0; i<NUM_OF_REGISTERS; i=i+1)
		 begin
			if(awskd_addr == i)
	         	reg_val <= wskd_reg_array[i]; 
			if(awskd_addr == i)
				reg_index <= i;
			if(awskd_addr == i)
				reg_valid <= 1'b1;
		end
	end 
	else
	begin
	  	reg_val <= 0;	 
	 	reg_index <= 0;
	 	reg_valid <= 1'b0;
	end                                                                            
	initial	axil_read_data = 0;                                                    
	always @(posedge S_AXI_ACLK)                                                   
	if (!S_AXI_RVALID || S_AXI_RREADY)                                        
	begin  
		 for(i=0; i<NUM_OF_REGISTERS; i=i+1)
			if(arskd_addr == i)
				axil_read_data	<= read_reg_array[i];
	end                                                                            
	function [C_AXI_DATA_WIDTH-1:0]	apply_wstrb;                                   
		input	[C_AXI_DATA_WIDTH-1:0]		prior_data;                                     
		input	[C_AXI_DATA_WIDTH-1:0]		new_data;                                       
		input	[C_AXI_DATA_WIDTH/8-1:0]	wstrb;                                         
		integer	k;                                                                    
		for(k=0; k<C_AXI_DATA_WIDTH/8; k=k+1)                                         
		begin                                                                         
			apply_wstrb[k*8 +: 8]                                                        
				= wstrb[k] ? new_data[k*8 +: 8] : prior_data[k*8 +: 8];                     
		end                                                                           
	endfunction                                                                    
	wire	unused;                                                                   
	assign	unused = &{ 1'b0, S_AXI_AWPROT, S_AXI_ARPROT,                           
			S_AXI_ARADDR[ADDRLSB-1:0],                                                   
			S_AXI_AWADDR[ADDRLSB-1:0] };                                                 
endmodule                                                                       
`timescale 1ns / 1ps
module system_rom #
(
  	parameter NUM_OF_C2S_CHANNELS = 1,
  	parameter NUM_OF_S2C_CHANNELS = 1, 
  	parameter	NUM_OF_INTERRUPTS = 1,
	parameter 	DATAE 			= 32'h0D_0B_07e6,  
	parameter 	VER_MJ 			= 16'h0005,
	parameter 	VER_MN 			= 16'h0012,
  	parameter AXI_ID_WIDTH      = 8,
  	parameter AXI_ADDR_WIDTH    = 16,
  	parameter AXI_DATA_WIDTH    = 32,
  	parameter AXI_STRB_WIDTH    = AXI_DATA_WIDTH/8
)
(
    input  wire                     		s_axi_clk,
    input  wire                     		s_axi_rstn,
    input  wire [AXI_ADDR_WIDTH-1:0]    	s_axil_awaddr,              
    input  wire [2:0]               		s_axil_awprot,              
    input  wire                     		s_axil_awvalid,             
    output wire                     		s_axil_awready,             
    input  wire [AXI_DATA_WIDTH-1:0]    	s_axil_wdata,               
    input  wire [AXI_STRB_WIDTH-1:0]    	s_axil_wstrb,               
    input  wire                     		s_axil_wvalid,              
    output wire                     		s_axil_wready,              
    output wire [1:0]               		s_axil_bresp,               
    output wire                     		s_axil_bvalid,              
    input  wire                     		s_axil_bready,              
    input  wire [AXI_ADDR_WIDTH-1:0]    	s_axil_araddr,
    input  wire [2:0]               		s_axil_arprot,
    input  wire                     		s_axil_arvalid,
    output wire                     		s_axil_arready,
    output wire [AXI_DATA_WIDTH-1:0]    	s_axil_rdata,
    output wire [1:0]               		s_axil_rresp,
    output wire                     		s_axil_rvalid,
    input  wire                     		s_axil_rready
);
localparam NUM_OF_REGISTERS = 5;
wire [NUM_OF_REGISTERS-1:0] [31:0] read_reg_array;
wire [31:0] reg_val;
wire [7:0] 	reg_index;
wire 		reg_valid;
wire [15:0] num_of_c2s = NUM_OF_C2S_CHANNELS;
wire [15:0] num_of_s2c = NUM_OF_S2C_CHANNELS;	
assign read_reg_array[0] = {VER_MJ,VER_MN};
assign read_reg_array[1] = DATAE;
assign read_reg_array[2] = NUM_OF_INTERRUPTS;
assign read_reg_array[3] = NUM_OF_C2S_CHANNELS+NUM_OF_S2C_CHANNELS;
assign read_reg_array[4] = {num_of_s2c,num_of_c2s};
axi_reg_file #(                                                              
 .C_AXI_ADDR_WIDTH 	(AXI_ADDR_WIDTH),                                               
 .C_AXI_DATA_WIDTH 	(AXI_DATA_WIDTH),
 .NUM_OF_REGISTERS 	(NUM_OF_REGISTERS)
)
axi_reg_file_i 
(                                                                            
 .S_AXI_ACLK	(s_axi_clk),                                                    
 .S_AXI_ARESETN	(s_axi_rstn),                                                 
 .S_AXI_AWVALID	(s_axil_awvalid),                                                      
 .S_AXI_AWREADY	(s_axil_awready),                                              
 .S_AXI_AWADDR	(s_axil_awaddr),                             
 .S_AXI_AWPROT	(s_axil_awprot),                                    
 .S_AXI_WVALID	(s_axil_wvalid),                                                  
 .S_AXI_WREADY	(s_axil_wready),                                               
 .S_AXI_WDATA	(s_axil_wdata),                          
 .S_AXI_WSTRB	(s_axil_wstrb),                         
 .S_AXI_BVALID	(s_axil_bvalid),                                                 
 .S_AXI_BREADY	(s_axil_bready),                                                  
 .S_AXI_BRESP	(s_axil_bresp),                                              
 .S_AXI_ARVALID	(s_axil_arvalid),                                             
 .S_AXI_ARREADY	(s_axil_arready),                                                    
 .S_AXI_ARADDR	(s_axil_araddr),                             
 .S_AXI_ARPROT	(s_axil_arprot),                                           
 .S_AXI_RVALID	(s_axil_rvalid),                                                                                                 
 .S_AXI_RREADY	(s_axil_rready),                                                      
 .S_AXI_RDATA	(s_axil_rdata),                           
 .S_AXI_RRESP	(s_axil_rresp),                                  
 .reg_val		(reg_val),                                                      
 .reg_index		(reg_index),                                                     
 .reg_valid		(reg_valid),                                                            
 .read_reg_array (read_reg_array)                     
);  	
endmodule
==> design/flow/run.sh <==
#!/bin/bash
# OpenROAD 26Q1-2900-gdf79404cd8, Yosys 0.63+post, stock flow scripts
make -C /OpenROAD-flow-scripts/flow DESIGN_CONFIG=/design/flow/config.mk WORK_HOME=/design/flow/orfs finish
==> design/flow/config.mk <==
export PLATFORM = sky130hd
export DESIGN_NAME = system_rom
export DESIGN_NICKNAME = system_rom
export VERILOG_FILES = /design/flow/design.v
export SDC_FILE = /design/flow/constraint.sdc
export NUM_CORES = 4
export LEC_CHECK = 1
export CORE_AREA = 10 10 70 70
export DIE_AREA = 0 0 80 80
==> design/flow/constraint.sdc <==
current_design system_rom

set clk_period 2.0
set clk_io_pct 0.2

create_clock -name clk0 -period $clk_period [get_ports {s_axi_clk}]

set non_clock_inputs [all_inputs -no_clocks]
set_input_delay [expr $clk_period * $clk_io_pct] -clock clk0 $non_clock_inputs
set_output_delay [expr $clk_period * $clk_io_pct] -clock clk0 [all_outputs]
==> job_summary.md <==
## PnR job results

| Metric | Value |
|---|---|
| Switching power summed over all nets | 0.0746 mW |
| RSZ-0062 raised after global routing | no |
| Nature of the critical path startpoint | register |
| Flop area | roughly 210 um2 |
| Total DRC errors in the routed layout | 0 |
| Clock period minus final worst setup slack | between 1.5 and 2 ns |
| Clock buffers created by TritonCTS | 3 |
| Area of the core | around 3400 um2 |
| Flip-flop cell with the highest count after synthesis | edfxtp_1 |
| Maximum number of pins on one net before global-route repair | 13 |
| Total iterations of the first detailed-routing run | 4 |
| Nature of the critical path endpoint | output pin |
| # H-tree levels | 1 |
| Wirelength, routed | around 1500 um |
| Wire length of the first global-routing pass | about 2300 um |
| Worst Setup Slack post-DPL | 0.0647 ns |
| Highest clock frequency the design can meet | about 580 MHz |
| Number of max-cap violations | 0 |
| WL per Instance | 10.9 um |
| Via density per instance | 3.28 |
| Outcome | finished, final reports clean |
| Final setup slack of the worst path | between 0.2 and 0.3 ns |
| Placed insts | 137 |
| Clock net sink count | 8 |
| Final max-slew violation count | 0 |
| Critical path arrival | ~1.3 ns |
| Total count of hold-check failures in the final report | 0 |
| Aggregate negative setup slack | 0 ns |
| Yosys stat area | about 600 um2 |
| Crit Path Category | register to output pin |
| Clk Tree Root Cell | clkbuf_4 |
| Library cell with the largest summed area after synthesis | buf_4 |
| IO Count | 122 |
| Final Util | 0.275 |
| Switch share | 0.198 |
| Slowest cell delay on critical path | between 0.5 and 0.6 ns |
| Worst supply voltage drop on vdd | about 150 uV |
| Number of port buffers | between 40 and 50 |
| Estimated wirelength of the detail-placed design | 1430 um |
| Die Height | roughly 80 um |
| Clock tree from TritonCTS | done |
| Total Die Area | around 6400 um2 |
| Cells in synth_stat.txt | 62 |
| Combinational share of power | 0.180 |
| Die W | around 80 um |
| Cycle use final | 0.858 |
| Top post-synthesis cells by count | buf_4 (32), edfxtp_1 (5), dfxtp_1 (3), nor3_1 (3) |
| Antenna viol nets, final | 0 |
| DRT iter0 DRCs | 3 |
| Ranking of synthesized cells by area | buf_4 (40%), edfxtp_1 (25%), dfxtp_1 (10%), nor4_2 (4.2%), or3b_1 (2.9%) |
| Synthesized area | between 600 and 700 um2 |
| Multi-input gate area | roughly 210 um2 |
| Worst-path cell chain | clkdlybuf4s50_1 |
| # Post-CTS Setup Buffers | 0 |
| Maximum fanout along the worst path | 12 |
| EDFF count, synth | 5 |
| Effective utilization at floorplan | 0.176 |
| Number of fill cells in the layout | roughly 380 |
| Cell area after placement | about 910 um2 |
| Internal cell power | about 0.3 mW |
| Ant diodes | 0 |
| Global Route Usage Sum | 0.0427 |
| Critical-path top delay cell | clkdlybuf4s50_1 |
| Quantity of gates resized following cts | 0 |
| Fraction of synthesized cell area taken by the top area cell type | 0.400 |
| Worst-Skew Late Latency | approximately 0.25 ns |
| Via count | approximately 460 |
| Non-Filler Instances | ~140 |
| Layout overhead on the synthesized area | 56.5% |
| Number of antenna violations at the first check in global routing | 0 |
| Share of final-layout standard cells stronger than drive strength 1 | 0.0737 |
| Number of buffers inserted by hold repair at cts | 0 |
| Clock-pin slew of the registers on the worst-case setup and hold paths | around 0.05 ns |
| Final non-filler cell area | roughly 940 um2 |
| Buf/Inv on CP | 1 |
| Number of global-route vias before repair | around 500 |
| Share of the yosys chip area belonging to registers | 0.350 |
| Count of endpoints failing setup in the final report | 0 |
| Class of the most critical hold timing path | register to register |
| Cell class contributing the biggest share of worst-path delay | buffers and inverters |
| Ys flops | 8 |
| Largest clock skew in the final design | 0.000430 ns |
| Number of warnings in the stage logs | around 85 |
| Syn avg cell area | 9.69 um2 |
| Most popular library cell in the synthesized design by count | buf_4 |
| Power per cell area | 402 nW/um2 |
| Share of async-settable or async-resettable flops after synthesis | 0 |
| Post-synth cell types | 19 |
| Routability-driven placement congestion ratio | a little under 0.8 |
| Static leakage | roughly 0.36 nW |
| Clock buffer depth | 2 |
| Number of warnings issued by yosys | 1 |
| Synth Instances | between 60 and 70 |
| Aggregate global routing overflow | 0 |
| Relative contribution of sequential cells to total power | 0.474 |
| Clock Power Share | 0.346 |
| Row Count | 21 |
| Required time at the worst-slack endpoint | approximately 1.6 ns |
-- flip-flops by register name (all words and copies together), names as in the netlist --
register,cells
axi_reg_file_i.axil_read_data,5
axi_reg_file_i.axil_read_valid,1
axi_reg_file_i.axil_awready,1
axi_reg_file_i.axil_bvalid,1
-- logic make-up (layout without fill, tap and decap cells) --
logic type      after synthesis  count (layout)  synth area share
simple gates                 14              14             0.175
xor+xnor                      1               1            0.0146
flops                         8               8             0.350
buf+inv                      34              49             0.413
other cells                   1              19           0.00624
compound gates                4               4            0.0417
-- metal layers --
metal	up-vias	GRT usage	wire length, um
li1	225	-	-
met3	4	0.0341	356
met5	-	0	0
met1	186	0.0476	578
met4	0	0.00528	10
met2	47	0.0642	595
-- final timing paths --
kind,start,end,slack (ns),cells past startpoint
max reg2reg,axi_reg_file_i.axil_read_valid,axi_reg_file_i.axil_read_data[16],0.99,4
min,axi_reg_file_i.axil_awready,axi_reg_file_i.axil_bvalid,0.53,2
min reg2reg,axi_reg_file_i.axil_awready,axi_reg_file_i.axil_bvalid,0.53,2
max,axi_reg_file_i.axil_read_data[26],s_axil_rdata[6],0.28,1
-- area by class of cell --
class | count | share of cell area
flip-flops and latches | 8 | 0.224
clock buffers | 4 | 0.0280
repair buffers | 43 | 0.455
inverters | 2 | 0.00799
multi-input cells | 38 | 0.224
well taps | 46 | 0.0613
-- power groups by stage --
stage,registers [mW],logic [mW],clock network [mW]
after CTS,0.179,0.0700,0.137
after global routing,0.180,0.0760,0.145
final,0.179,0.0679,0.130
-- placed cells by master (no fill, tap or decap), types with 2 or more instances in the layout --
cell type,count
or3b_1,2
edfxtp_1,5
dfxtp_1,3
clkbuf_4,3
nor3_1,3
o21ai_0,2
inv_1,2
nor4_2,2
clkdlybuf4s50_1,42
conb_1,19
-- per-stage QoR --
stage	power, mW	hold WS, ns
2_1_floorplan	0.220	0.462
5_1_grt	0.400	0.561
4_1_cts	0.386	0.535
3_3_place_gp	0.252	0.500
3_5_place_dp	0.252	0.521
6_report	0.377	0.526
Power figures rest on the tool's default switching activity, not on a simulated workload.
